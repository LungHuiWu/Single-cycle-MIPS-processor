File: flow/config.mk
export PLATFORM = sky130hd
export DESIGN_NAME = memory
export DESIGN_NICKNAME = memory
export VERILOG_FILES = /design/flow/design.v
export SDC_FILE = /design/flow/constraint.sdc
export NUM_CORES = 4
export LEC_CHECK = 1
export CORE_UTILIZATION = 40
File: flow/constraint.sdc
current_design memory

set clk_period 7.3
set clk_io_pct 0.2

create_clock -name clk0 -period $clk_period [get_ports {clk}]

set non_clock_inputs [all_inputs -no_clocks]
set_input_delay [expr $clk_period * $clk_io_pct] -clock clk0 $non_clock_inputs
set_output_delay [expr $clk_period * $clk_io_pct] -clock clk0 [all_outputs]
File: flow/design.v
module memory(clk, wen, a, d, q);
    parameter BITS = 32;
    parameter word_depth = 32;
    parameter addr_width = 5;  
    input clk, wen;  
    input [BITS-1:0] d;
    input [addr_width-1:0] a;
    output [BITS-1:0] q;
    reg [BITS-1:0] mem [0:word_depth-1];
    reg [BITS-1:0] mem_nxt [0:word_depth-1];
    integer i;
    assign q = wen ? d : mem[a];
    always @(*) begin
        for (i=0; i<word_depth; i=i+1)
            mem_nxt[i] = (wen && (a == i)) ? d : mem[i];
    end
    always @(posedge clk) begin
        for (i=0; i<word_depth; i=i+1)
            mem[i] <= mem_nxt[i];
    end
endmodule
File: flow/run.sh
#!/bin/bash
# OpenROAD 26Q1-2900-gdf79404cd8, Yosys 0.63+post, stock flow scripts
make -C /OpenROAD-flow-scripts/flow DESIGN_CONFIG=/design/flow/config.mk WORK_HOME=/design/flow/orfs finish
==> results.cfg <==
; flow metrics
[status]
outcome = completed

[cells_and_area]
top_regs = mem: 1024 flops
drive_gt1_share_pct = 13.7
top_register = mem
syn_to_final_growth_pct = 14.3
largest_register_ffs = 1024

[logic_synthesis]
yosysWarnings = 3
ys_area_um2 = 40200
syn-cell-area_um2 = 40200
synthesis.instances = 2578
edf_count = 1024
ys_async_sr_fraction_pct = 0
area_leaders = edfxtp_1 (77%), nand3_1 (6.2%), nand4_1 (1.8%)
yosysTopAreaCellShare_pct = 76.6
flop_cell = edfxtp_1
largest_area_cell = edfxtp_1
yosysSeqAreaShare_pct = 76.6
synth_cell_type_count = 61
avgSynthCellArea_um2 = 15.6
yosys_cells = 2578
synth-seq-cells = 1024

[die]
die_h_um = 319
die_x_um = 319
design.core.area_um2 = 99000
io_pins = 71
fp_util_pct = 40.6
dieArea_um2 = 102000
rows = 115

[critical_path]
path_class = primary input to output pin
crit_top_cell = buf_4
startpoint_type = primary input
worst_setup_path_end_kind = output pin
worst-path-max-fanout = 47
cp.arrival_ps = 4900
max_stage_delay_ps = 940
worst_path_max_delay_cell = a2111oi_0
crit_chain = buf_4, buf_4, nor2_4, buf_12, buf_4, nand3_1, nand4_1, a2111oi_0, a21oi_1, clkdlybuf4s50_1
critPathRequiredTime_ps = 5840

[final_timing]
fmax_ghz = 0.157
rsz0062_at_grt = false
postLayoutSetupSlackWorst_ps = 944
finalClockPeriodUsage_pct = 87.1
drv_slew = 0
tightest_slew_ps = 1090
setup_tns_ps = 0
finalHoldViolCount = 0
maxSlewHeadroom_pct = 25.8
setup_viol = 0
finalCriticalPeriod_ps = 6360

[global_routing]
grt_pass1_vias = 26500
grt_pass1_wl_um = 175000
grt_start_max_net_pins = 110
antenna_found_initial = 3
track_usage_pct = 25.9
grt_overflow = 0

[route]
drtPass1Iterations = 8
ant_nets = 0
viasPerCell = 6.21
avgRoutedWirePerCell_um = 29.8
drc = 0
drtIter0Drc = 1762
num_antenna_cells = 0
wl_um = 120000
vias = 25000

[worst_hold_path]
hold_path_class = primary input to flop

[clock_tree]
clk_path_buf_depth = 3
clock-sinks = 1024
path_clk_slew_ps = 60
cts_resized = 0
post_cts_buffers = 0
cts_tree = built
htree_levels = 3
hold_buffers = 0
cts_made_buffers = 97
cts_root_buffer = clkbuf_16

[flow_run]
cap_violations = 0
warning_count = 28

[power]
cellPowerDensity_nw_per_um2 = 268
vdd_drop_max_uv = 168
p_leak_nw = 14.5

[placement]
dp_hpwl_um = 67800
placement.io_buffers = 70
gp_congestion = 0.902
dpl_worst_slack_ps = 972
## synth_stat cells, drive strengths merged (2+ instances only)
cell / number
edfxtp: 1024
nand3: 500
nand4: 117
buf: 111
clkbuf: 104
and3: 86
a21oi: 76
o21ai: 63
nor4: 58
a221o: 51
a22oi: 44
and3b: 43
mux2: 40
nor2: 37
nor3b: 33
o22ai: 32
o211ai: 20
o2111ai: 19
o2bb2ai: 19
nand2: 17
nor3: 17
a2111oi: 8
a222oi: 6
a32o: 6
and2: 6
nand2b: 6
a32oi: 5
a31oi: 3
mux2i: 3
nor2b: 3
nor4b: 3
nand3b: 2
or2: 2
or3: 2
## through the flow
step                hold WS [ps]  cell area [um2]  utilization (%)  std cells  power [mW]
finish                      1620            45900             46.4       4025        12.3
global route                1630            45900             46.4       4025        12.6
CTS                         1610            45900             46.4       4025        12.3
detailed placement          2330            42700             43.2       3852        7.33
global placement            2310            42700             43.2       3852        7.32
floorplan                   1560            40200                -       2578        6.97
## cell type report
| class | instances | area, um2 |
|---|---|---|
| Tap cell | 1287 | 1610 |
| Multi-Input combinational cell | 1337 | 8610 |
| Inverter | 2 | 7.51 |
| Fill cell | 8154 | 53100 |
| Sequential cell | 1024 | 30700 |
| Clock buffer | 118 | 2510 |
| Clock inverter | 55 | 683 |
| Timing Repair Buffer | 202 | 1760 |
## report_power, final
part           internal (mW)  leakage [nW]  switching (mW)  total [mW]
clock                   2.91          1.54            2.16        5.07
combinational          0.189          3.68           0.474       0.663
sequential              6.54          9.22          0.0146        6.55
total                   9.64          14.4            2.65        12.3
## per-layer routing
metal | routed length, um | up-vias | global-route usage [%]
met4 | 4150 | 8 | 7.12
met2 | 53000 | 1974 | 36.3
li1 | - | 10600 | -
met1 | 39100 | 12100 | 29.9
met3 | 23400 | 250 | 22.2
met5 | 118 | - | 1.23
## cell families after synthesis
logic type	share of synthesized area, %
AND-OR/OR-AND	6.24
AND/OR/NAND/NOR	13.3
flip-flops	76.6
multiplexers	1.25
buffers and inverters	2.59
## cell usage in the layout, fill, tap and decap left out, types with 13 or more instances in the layout
master / instances
nand2_1: 16
o2111ai_1: 19
clkinv_2: 15
a221o_1: 51
o21ai_0: 45
bufinv_16: 13
nor2_4: 18
o21ai_1: 18
clkdlybuf4s50_1: 64
nand4_1: 117
a22oi_1: 44
nor2_1: 18
clkinv_1: 17
nor4_1: 53
o2bb2ai_1: 19
a21oi_1: 76
buf_4: 128
o211ai_1: 20
clkbuf_16: 97
edfxtp_1: 1024
clkbuf_1: 21
and3_1: 77
and3b_1: 40
o22ai_1: 32
nor3b_1: 29
mux2_2: 36
nand3_1: 499
## critical path, delay by kind of cell
| kind | cells | cell delay (ps) |
|---|---|---|
| AOI/OAI and AO/OA | 2 | 1110 |
| buffers and inverters | 5 | 1790 |
| and+or+nand+nor | 3 | 460 |
## worst paths after layout
kind | start | to | slack [ps] | depth (start not counted)
min | d[28] | mem[4][28] | 1620 | 2
max | a[2] | q[23] | 940 | 10
Power is estimated from default activity; no workload was simulated.
