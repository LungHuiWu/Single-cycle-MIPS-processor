--- flow/run.sh ---
#!/bin/bash
# OpenROAD 26Q1-2900-gdf79404cd8, Yosys 0.63+post, stock flow scripts
make -C /OpenROAD-flow-scripts/flow DESIGN_CONFIG=/design/flow/config.mk WORK_HOME=/design/flow/orfs finish
--- flow/config.mk ---
export PLATFORM = sky130hd
export DESIGN_NAME = CHIP
export DESIGN_NICKNAME = CHIP
export VERILOG_FILES = /design/flow/design.v
export SDC_FILE = /design/flow/constraint.sdc
export NUM_CORES = 4
export LEC_CHECK = 1
export CORE_UTILIZATION = 40
--- flow/constraint.sdc ---
current_design CHIP

set clk_period 29.4
set clk_io_pct 0.2

create_clock -name clk0 -period $clk_period [get_ports {clk}]

set non_clock_inputs [all_inputs -no_clocks]
set_input_delay [expr $clk_period * $clk_io_pct] -clock clk0 $non_clock_inputs
set_output_delay [expr $clk_period * $clk_io_pct] -clock clk0 [all_outputs]
--- flow/design.v ---
module CHIP(clk,
            rst_n,
            mem_wen_D,
            mem_addr_D,
            mem_wdata_D,
            mem_rdata_D,
            mem_addr_I,
            mem_rdata_I
    );
    parameter word_length = 32;
    parameter reg_addr_length = 5;
    parameter mem_addr_length = 32;
    parameter inst_addr_length = 32;
    parameter reg_num = 32;
    parameter link_size = 28;
    integer   i;
    input         clk, rst_n ;
    output        mem_wen_D  ;   
    output [mem_addr_length-1:0]    mem_addr_D ;   
    output [word_length-1:0]        mem_wdata_D;   
    input  [word_length-1:0]        mem_rdata_D;   
    output [mem_addr_length-1:0]    mem_addr_I ;   
    input  [word_length-1:0]        mem_rdata_I;   
    reg    [inst_addr_length-1:0]   PC;
    reg    [inst_addr_length-1:0]   PC_nxt;
    reg    [word_length-1:0]        R       [0:reg_num-1];
    reg    [word_length-1:0]        R_nxt   [0:reg_num-1];
    wire    [1:0]   RegDst;
    wire            Jump;
    wire            Branch;
    wire    [1:0]   MemtoReg;
    wire    [1:0]   ALUOp;
    wire            MemWrite;
    wire            ALUSrc;
    wire            RegWrite;
    wire            JumpReg;
    reg     [2:0]    ALUControl;
    reg     [word_length-1:0]       ReadRegData1;
    reg     [word_length-1:0]       ReadRegData2;
    reg     [reg_addr_length-1:0]   WriteRegNum;
    reg     [word_length-1:0]       WriteData;
    reg     [mem_addr_length-1:0]   ALUResult;
    reg                             Zero;
    wire    [mem_addr_length-1:0]   SignExtend;
    wire    [mem_addr_length-1:0]   ALUInput2;
    wire    [inst_addr_length-1:0]  ShiftLeftAdd;
    wire    AndOut;
    wire    [inst_addr_length-1:0]  PCadd4;
    wire    [link_size-1:0]         ShiftLeftLink;
    wire    [inst_addr_length-1:0]  Linked;
    wire    [inst_addr_length-1:0]  PCAddResult;
    wire    [inst_addr_length-1:0]  PCChoice1;
    wire    [inst_addr_length-1:0]  PCChoice2;
    assign  RegDst[1]   = (mem_rdata_I[31:26] == 3);
    assign  RegDst[0]   = (mem_rdata_I[31:26] == 0);
    assign  Jump        = (mem_rdata_I[31:26] == 2) || (mem_rdata_I[31:26] == 3);
    assign  ALUSrc      = (mem_rdata_I[31:26] == 35) || (mem_rdata_I[31:26] == 43);
    assign  MemtoReg[1] = (mem_rdata_I[31:26] == 3);
    assign  MemtoReg[0] = (mem_rdata_I[31:26] == 35);
    assign  RegWrite    = ((mem_rdata_I[31:26] == 0) || (mem_rdata_I[31:26] == 35) || (mem_rdata_I[31:26] == 3)) && (mem_rdata_I[5:0] != 8);
    assign  MemWrite    = (mem_rdata_I[31:26] == 43);
    assign  Branch      = (mem_rdata_I[31:26] == 4);
    assign  ALUOp[1]    = (mem_rdata_I[31:26] == 0);
    assign  ALUOp[0]    = (mem_rdata_I[31:26] == 4);
    assign  JumpReg     = (mem_rdata_I[31:26] == 0) && (mem_rdata_I[5:0] == 8);
    assign  mem_addr_I      = PC;
    assign  mem_wen_D       = MemWrite;
    assign  mem_addr_D      = ALUResult;
    assign  mem_wdata_D     = ReadRegData2;
    assign  SignExtend = $signed(mem_rdata_I[15:0]);
    assign  ALUInput2 = ALUSrc ? SignExtend : ReadRegData2;
    assign  ShiftLeftAdd = SignExtend << 2;
    assign  AndOut = Branch & Zero;
    assign  PCadd4 = PC + 4;
    assign  ShiftLeftLink = {mem_rdata_I[25:0], 2'b00};
    assign  Linked = {PCadd4[31:28], ShiftLeftLink};
    assign  PCAddResult = PCadd4 + ShiftLeftAdd;
    assign  PCChoice1 = AndOut ? PCAddResult : PCadd4;
    assign  PCChoice2 = Jump ? Linked : PCChoice1;
    always@(*)begin
        for (i=0; i<reg_num; i=i+1)begin
            R_nxt[i]        = R[i];
        end
        case (ALUOp)
            0: ALUControl = 2;  
            1: ALUControl = 6;  
            2: case (mem_rdata_I[3:0])
                4'b0000: ALUControl = 2;  
                4'b0010: ALUControl = 6;  
                4'b0100: ALUControl = 0;  
                4'b0101: ALUControl = 1;  
                4'b1010: ALUControl = 7;  
                default: ALUControl = 0;
            endcase
            default: ALUControl = 0;
        endcase
        ReadRegData1 = R[mem_rdata_I[25:21]];
        ReadRegData2 = R[mem_rdata_I[20:16]];
        case (RegDst)
            0: WriteRegNum = mem_rdata_I[20:16];
            1: WriteRegNum = mem_rdata_I[15:11];
            2: WriteRegNum = 31;
            default: WriteRegNum = 0;
        endcase
        case (MemtoReg)
            0: WriteData = ALUResult;
            1: WriteData = mem_rdata_D;
            2: WriteData = PCadd4;
            default: WriteData = 0;
        endcase
        case (ALUControl)
            2: begin
                ALUResult = ReadRegData1 + ALUInput2;
                Zero = 0;
            end 
            6: begin
                ALUResult = ReadRegData1 - ALUInput2;
                Zero = (ALUResult == 0);
            end
            0: begin
                ALUResult = ReadRegData1 & ALUInput2;
                Zero = 0;
            end
            1: begin
                ALUResult = ReadRegData1 | ALUInput2;
                Zero = 0;
            end
            7: begin
                ALUResult = ($signed(ReadRegData1) < $signed(ALUInput2));
                Zero = 0;
            end
            default: begin
                ALUResult = 0;
                Zero = 0;
            end
        endcase
        if (JumpReg) begin
            PC_nxt = ReadRegData1;
        end else begin
            PC_nxt = PCChoice2;
        end
        if (RegWrite) begin
            R_nxt[WriteRegNum] = WriteData;
        end
    end
    always@(posedge clk or negedge rst_n)begin
        if(!rst_n)begin
            PC              <= 0;
            for (i=0; i<reg_num; i=i+1)begin
                R[i]        <= 0;
            end
        end
        else begin
            PC              <= PC_nxt;
            for (i=0; i<reg_num; i=i+1)
                R[i]        <= R_nxt[i];
        end
    end
endmodule
==> out/qor.log <==
[synthesis] Seq cells post-synth 1,056
[critical_path] required arrival time at the worst endpoint 23.52 ns
[floorplan] starting density of the core 40.38%
[synthesis] Post-Syn Area per Cell 8.475 um^2
[synthesis] Cell variety after synth 87
[synthesis] number of enable flip-flop cells 0
[placement] Port Buffer Count 162
[synthesis] proportion of synthesized flip-flops having asynchronous set or reset 100.0%
[final_timing] final worst clock skew 0.06112 ns
[synthesis] top cells, area dfrtp_1 45%, a22oi_1 10%, a21oi_1 6.9%
[detailed_routing] average via count per standard cell 6.907
[critical_path] crit path DAT 15.45 ns
[final_timing] timing-limited maximum frequency 0.04689 GHz
[outcome] outcome finished, final reports clean
[floorplan] x dimension of the die 383.3 um
[critical_path] critical path's largest stage delay 1.04 ns
[synthesis] dominant register cell in the synthesized netlist dfrtp_1
[critical_path] Bufs and invs on worst path 7
[placement] post-DP HPWL 243.3 mm
[worst_hold_path] origin of the worst min-delay path R[10][2]
[final_timing] post-layout min period 21.33 ns
[cts] buffers from clock root to sink, at most 3
[synthesis] Top cell area share 45.44%
[floorplan] number of placement rows 139
[final_layout] final cell utilization of the core 46.54%
[final_layout] Filler cells 13,780
[critical_path] classification of the worst setup path input port to primary output
[grt] Global Route Usage Sum 50.36%
[cts] quantity of gates resized following cts 0
[power_and_ir_drop] leakage power figure 29.54 nW
[cts] Post-CTS Setup Bufs 0
[job] OpenROAD warnings 88
[detailed_routing] detailed-route wire length 357.2 mm
[power_and_ir_drop] PwrDens 60.09 nW/um^2
[detailed_routing] routed wirelength normalized by instance count 40.26 um
[grt] via count of the first global-routing pass 57,750
[critical_path] largest delay contributor family on the critical path AND-OR/OR-AND gates
[synthesis] number of standard cells reported by yosys 6,862
[cts] number of clock buffers inserted by TritonCTS 117
[final_timing] Max transition margin 17.35%
[synthesis] instance tally after logic synthesis 6,862
[power_and_ir_drop] IR Drop Worst-Case VDD 0.05401 mV
[critical_path] Worst setup EP type primary output
[synthesis] area reported by Yosys stat 58,150 um^2
[grt] GR Overflow Total 0
[critical_path] largest fanout on the critical path 33
[grt] first-pass GRT wire length 487.9 mm
[synthesis] cell area after synthesis 58,150 um^2
[critical_path] capture point of the worst reg-to-reg path R[8][28]
[final_timing] Setup Total Neg Slack 0 ns
[cts] clock tree from TritonCTS yes
[job] MaxCap Viol Count 0
[cts] Clock Pin Slew Worst Setup and Hold Paths 0.06 ns
[synthesis] area leader, netlist dfrtp_1
[critical_path] most common cell type on the critical path buf_4
[final_layout] proportion of layout cells with a drive suffix above 1 9.483%
[detailed_routing] residual antenna-violating net count after detailed routing 0
[placement] global placer's final weighted congestion 1.089
[final_timing] unrepaired setup endpoints after global routing no
[critical_path] slowest cell on the critical path nor3_2
[grt] maximum number of pins on one net before global-route repair 77
[final_layout] synthesis-to-layout area growth 15.24%
[detailed_routing] number of design rule violations left after detail routing 0
[worst_hold_path] Hold WC Path Type flip-flop to flip-flop
[cts] number of buffers inserted by hold repair at cts 0
[floorplan] chip area 146,900 um^2
[final_timing] Finish-stage setup viols 0
[cts] Clock Root Buffer clkbuf_16
[worst_hold_path] end point of the most critical hold path R[10][2]
[floorplan] Core ar. 144,000 um^2
[detailed_routing] Starting DRT DRC Count 7,605
[detailed_routing] number of vias after detailed routing 61,270
[worst_hold_path] WHS Path Cells 2
[cts] number of sinks driven by the clock tree 1,056
[critical_path] crit path launch type input port
[floorplan] floorplan die height 383.3 um
[critical_path] Register-to-Register Setup Slack 20.61 ns
[floorplan] I/O pin count 163
[detailed_routing] first drt pass iteration count 30
[final_timing] Tightest Pin Transition 1.228 ns
[grt] initial antenna violation count 19
[synthesis] Yosys warning count 3
[critical_path] launching point of the worst reg2reg path R[15][2]
[final_timing] Slew Limit Fails 0
[cts] clock network latency to the later pin of the worst-skew pair 0.78 ns
[final_timing] count of endpoints failing hold in the final timing report 0
[final_timing] Final Cycle Share 72.54%
[critical_path] critical path launch point mem_rdata_I[23]
[critical_path] worst reg2reg path depth 24
[cts] CTS H-tree depth 3
[synthesis] sequential-to-total area share from yosys stat 45.44%
[layout by cell type, fill, tap and decap left out, types with 96 or more instances in the layout]
| cell | instances |
|---|---|
| dfrtp_1 | 1056 |
| nor2_1 | 859 |
| a21oi_1 | 802 |
| a22oi_1 | 777 |
| nand2_1 | 745 |
| o21ai_0 | 439 |
| buf_4 | 308 |
| clkdlybuf4s50_1 | 159 |
| inv_1 | 131 |
| nand3_1 | 125 |
| ha_1 | 124 |
| clkbuf_16 | 118 |
| nor3_1 | 101 |
| nand4_1 | 96 |
[how the worst max path moves through the flow]
| stage | end | slack [ns] | cells after the start |
|---|---|---|---|
| 4_1_cts | mem_addr_D[31] | 8.46 | 27 |
| 5_1_grt | mem_addr_D[31] | 8.13 | 27 |
| 6_report | mem_addr_D[31] | 8.07 | 27 |
[tightest hold or removal path, stage by stage, from the launching register on]
cell and delay (ns):
dfrtp_1 0.34, nand2_1 0.05, o21ai_0 0.07
[stage by stage]
stage          instance area, um^2  instances  hold slack (ns)  total power [mW]  worst slack (ns)
5_1_grt                      66980       8857           0.5204             4.140             8.125
2_1_floorplan                58150       6862           0.4498             2.051             11.78
6_report                     67020       8871           0.4949             4.027             8.072
3_5_place_dp                 62960       8632           0.4726             2.467             8.499
3_3_place_gp                 62960       8632           0.4629             2.474             8.619
4_1_cts                      66970       8852           0.5032             4.004             8.456
[final cells by class]
cell class | count | area [um^2] | share of cell area [%]
diodes | 19 | 47.55 | 0.07094
clock buffers | 168 | 3391 | 5.059
clock inverters | 52 | 619.3 | 0.9241
inverters | 132 | 495.5 | 0.7393
multi-input cells | 5069 | 29690 | 44.30
flip-flops and latches | 1056 | 26430 | 39.43
well taps | 1903 | 2381 | 3.553
repair buffers | 472 | 3969 | 5.922
[report_power, final]
group | switching, mW | internal, mW | total, mW
Sequential | 0.118 | 1.54 | 1.66
Clock | 0.666 | 0.877 | 1.54
Combinational | 0.574 | 0.254 | 0.828
Total | 1.36 | 2.67 | 4.03
[logic make-up (layout without fill, tap and decap cells)]
kind of cell / after synthesis / after routing / synth area share [%]
xor+xnor: 69 / 69 / 1.039
compound gates: 2527 / 2527 / 27.78
other cells: 0 / 19 / 0
buf+inv: 737 / 824 / 4.830
fa+ha+maj: 127 / 127 / 2.771
mux: 62 / 62 / 1.084
flops: 1056 / 1056 / 45.44
simple gates: 2284 / 2284 / 17.05
[synth_stat cells (62+ instances only)]
cell type	number
ha_1	124
o21ai_0	441
nor3_1	113
inv_1	131
nand2_1	757
nor2_1	933
a221oi_1	62
a222oi_1	62
nand3_1	127
a22oi_1	777
a21oi_1	807
dfrtp_1	1056
clkbuf_1	538
nand4_1	96
[registers in the layout, indices dropped and copies added, names as in the netlist]
signal / count
PC: 32
R: 1024
[routing by layer]
layer / wire (um) / global-route usage (%)
met1: 130300 / 65.09
met2: 143600 / 67.43
met3: 54040 / 27.04
met4: 28750 / 29.02
met5: 437 / 1.323
Power figures rest on the tool's default switching activity, not on a simulated workload.
